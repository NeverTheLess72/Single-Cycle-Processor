===== /design/flow/run.sh =====
#!/bin/bash
# OpenROAD 26Q1-2900-gdf79404cd8, Yosys 0.63+post, stock flow scripts
make -C /OpenROAD-flow-scripts/flow DESIGN_CONFIG=/design/flow/config.mk WORK_HOME=/design/flow/orfs finish

===== /design/flow/config.mk =====
export PLATFORM = sky130hd
export DESIGN_NAME = fpr
export DESIGN_NICKNAME = fpr
export VERILOG_FILES = /design/flow/design.v
export SDC_FILE = /design/flow/constraint.sdc
export NUM_CORES = 4
export LEC_CHECK = 1
export CORE_UTILIZATION = 40
export SYNTH_HDL_FRONTEND = slang

===== /design/flow/constraint.sdc =====
current_design fpr

set clk_period 9.2
set clk_io_pct 0.2

create_clock -name clk0 -period $clk_period [get_ports {clk}]

set non_clock_inputs [all_inputs -no_clocks]
set_input_delay [expr $clk_period * $clk_io_pct] -clock clk0 $non_clock_inputs
set_output_delay [expr $clk_period * $clk_io_pct] -clock clk0 [all_outputs]

===== /design/flow/design.v =====
`timescale 1ns / 1ps
module gpr (
    input  wire        clk,         
    input  wire        reset,       
    input  wire        reg_write,   
    input  wire [4:0]  rs1,         
    input  wire [4:0]  rs2,         
    input  wire [4:0]  write_reg,   
    input  wire [31:0] write_data,  
    output wire [31:0] rd1,         
    output wire [31:0] rd2          
);
  reg [31:0] regs [31:0];
  integer i;
  always @(posedge clk) begin
    if (reset) begin
      for (i = 0; i < 32; i = i + 1)
        regs[i] <= 32'b0;
    end else if (reg_write) begin
      regs[write_reg] <= write_data;
    end
  end
  assign rd1 = regs[rs1];
  assign rd2 = regs[rs2];
endmodule
module fpr (
    input  wire        clk,         
    input  wire        reset,       
    input  wire        reg_write,   
    input  wire [4:0]  rs1,         
    input  wire [4:0]  rs2,         
    input  wire [4:0]  write_reg,   
    input  wire [31:0] write_data,  
    output wire [31:0] rd1,         
    output wire [31:0] rd2          
);
  reg [31:0] regs [31:0];
  integer i;
  always @(posedge clk) begin
    if (reset) begin
      for (i = 0; i < 32; i = i + 1)
        regs[i] <= 32'b0;
    end else if (reg_write) begin
      regs[write_reg] <= write_data;
    end
  end
  assign rd1 = regs[rs1];
  assign rd2 = regs[rs2];
endmodule

==> results.tsv <==
stage	metric	value	unit
clock_network	clock slew at reported path FFs	0.06	ns
die	Ports	114	
clock_network	root buffer cell	clkbuf_16	
critical_path	maximum fanout along the worst path	37	
timing	hold_ws	2.02	ns
synth	Cell Type Count	31	
critical_path	crit path kind	in -> out	
timing	Final Max Tran Viols	0	
route	remaining antenna violation count	0	
die	Starting Density	40.4	%
global_route	GRT Util Overall	29.7	%
power	Pwr Density	178	mW/mm2
synth	ys async rst share	0	%
global_route	Remaining Overflow, GRT	0	
finish	ratio of cells with drive above 1 in the final layout	8.34	%
clock_network	total CTS buffers	111	
finish	P&R area growth vs syn	10.6	%
finish	Non-Filler Instances	6545	
clock_network	# hold bufs at CTS	0	
synth	# Cells Yosys	4640	
synth	sequential cell area fraction in the yosys report	54.5	%
synth	largest cells by area after synthesis	edfxtp_1 54%, mux2i_1 18%, and2_1 11%, a22oi_1 2.6%, a22o_1 2.0%	
clock_network	Longest Clk Path Bufs	3	
route	DRT Pass-1 Iters	5	
synth	Yosys top cell by instances	and2_1	
die	Chip Width	378	um
route	WL final	198	mm
route	vias per cell	5.79	
timing	Max Freq	143	MHz
die	CORE AREA	0.140	mm2
route	detailed router's first-iteration violation count	2607	
global_route	first-pass GRT wire length	279	mm
critical_path	WP data required	7.36	ns
placed_design	gp weighted congestion	0.892	
route	routed len/inst	30.3	um
global_route	largest net degree at the start of global routing	93	
route	total number of vias	37900	
timing	cycle use final	76.1	%
job	# Max-Cap Violations	0	
timing	Finish-stage setup viols	0	
clock_network	clock sink count	1024	
global_route	vias in the first global route	39000	
finish	Regs by FF count	regs (1024)	
clock_network	Post-CTS Setup Inserts	0	
timing	Least-Margin Pin Slew	1.06	ns
synth	Post-synth EDFFs	1024	
power	Pleak	24.1	nW
global_route	initial antenna violation count	9	
finish	Largest register FFs	1024	
synth	top cells by count	1026 x and2_1, 1024 x edfxtp_1, 1024 x mux2i_1	
placed_design	Port Buffers	113	
timing	Relative slew margins	29.5	%
placed_design	hpwl dp	108	mm
timing	post-layout minimum cycle time	7.00	ns
timing	RSZ-0062 raised after global routing	no	
job	count of tool warnings	26	
synth	Mapped Cells	4640	
finish	Util after Layout	44.7	%
timing	final hold vios	0	
min_path	HP Class	in -> reg	
critical_path	crit start category	input pin	
synth	Ys Warns	0	
outcome	outcome	finished, final reports clean	
synth	Dominant cell area share	54.5	%
power	VDD IR-drop max	0.000158	V
clock_network	CTS-repair resized insts	0	
finish	filler cell count	12300	
clock_network	H-tree levels	3	
synth	Commonest flop	edfxtp_1	
synth	Mapped Area	0.0565	mm2
synth	syn avg cell area	12.2	um2
timing	setup TNS	0	ns
critical_path	crit path DAT	5.16	ns
finish	Top reg by flops	regs	
die	Die Size	0.143	mm2
die	chip height	378	um
die	Site Rows	137	
route	drt drc	0	
synth	area leader, netlist	edfxtp_1	
critical_path	CP Capture Type	output pin	
synth	YS chip area	0.0565	mm2
synth	Synth Register Bits	1024	
clock_network	CTS tree	yes	
placed_design	dpl cells	6338	
metal layers:
layer | vias up | global-route usage [%] | wire, um
met5 | - | 1.48 | 345
met2 | 2276 | 43.3 | 88100
met1 | 18200 | 36.5 | 70500
li1 | 16900 | - | -
met4 | 20 | 11.2 | 9630
met3 | 505 | 18.2 | 29700
layout make-up:
| class | count | area [um2] | area share [%] |
|---|---|---|---|
| Sequential cell | 1024 | 30700 | 49.2 |
| Multi-Input combinational cell | 3168 | 23500 | 37.6 |
| Clock buffer | 136 | 2960 | 4.73 |
| Timing Repair Buffer | 270 | 2500 | 4.01 |
| Tap cell | 1876 | 2350 | 3.76 |
| Clock inverter | 66 | 429 | 0.687 |
| Antenna cell | 5 | 12.5 | 0.0200 |
power breakdown:
part | total (mW) | internal, mW | switching [mW]
registers | 5.50 | 5.39 | 0.118
logic | 1.36 | 0.491 | 0.867
clock network | 4.28 | 2.40 | 1.88
layout by cell type (no fill, tap or decap), types with 5 or more instances in the layout:
cell / n
bufinv_16: 5
and2_1: 1024
mux2i_1: 1024
buf_4: 142
buf_12: 15
nor2_4: 30
clkbuf_16: 115
edfxtp_1: 1024
inv_6: 5
clkbuf_1: 21
a21oi_1: 192
clkdlybuf4s50_1: 110
a22oi_1: 192
nand3_1: 193
a22o_1: 128
clkinv_2: 17
clkinv_1: 38
diode_2: 5
nand2_1: 193
a31oi_1: 64
nor3_1: 64
or2_2: 34
worst paths after layout:
check,from,to,slack [ns],cells after the start
worst max-delay path,rs1[2],rd1[31],2.20,8
worst min-delay path,reset,regs[29][17],2.02,3
worst max-delay path, cell delays in order:
cell,delay (ns)
clkdlybuf4s50_1,0.65
nor2b_4,0.58
buf_4,0.66
a22o_1,0.23
nor3_1,0.05
a31oi_1,0.46
nand3_1,0.18
clkdlybuf4s50_1,0.45
per-stage QoR:
| stage | area, um2 | total power [mW] | setup WS, ns |
|---|---|---|---|
| floorplan | 56500 | 6.36 | 4.47 |
| CTS | 62500 | 11.2 | 2.30 |
| finish | 62500 | 11.1 | 2.20 |
| detailed placement | 59100 | 6.94 | 2.32 |
| global placement | 59100 | 6.93 | 2.36 |
| global route | 62500 | 11.5 | 2.10 |
logic make-up after synthesis:
| logic type | count (synthesis) | share of synthesized area [%] |
|---|---|---|
| AND/OR/NAND/NOR | 1568 | 16.1 |
| multiplexers | 1024 | 18.2 |
| flip-flops | 1024 | 54.5 |
| AND-OR/OR-AND | 576 | 6.95 |
| buffers and inverters | 448 | 4.34 |
Power and IR drop assume default switching activity.
